==> ./design.v <==
module A2D_intf(clk, rst_n, chnnl, strt_cnv, MISO, cnv_cmplt, res, A2D_SS_n, SCLK, MOSI);
input clk, rst_n, MISO, strt_cnv;
input [2:0]chnnl;
output A2D_SS_n, MOSI, SCLK;
output [11:0] res;
output cnv_cmplt;
reg [2:0]state, nxtstate;
reg set_cc, wrt, cnv_cmplt;
reg [11:0] res;
reg [15:0] rd_data, cmd;
wire done;
localparam IDLE = 2'b00;
localparam WAIT = 2'b01;
localparam SPI_snd = 2'b10;
localparam SPI_get = 2'b11;
SPI_mstr iSPI(.clk(clk), .rst_n(rst_n), .SS_n(A2D_SS_n), .SCLK(SCLK), .MISO(MISO), .MOSI(MOSI), .wrt(wrt), .done(done), .rd_data(rd_data), .cmd(cmd));
always @(posedge clk, negedge rst_n) begin
 if(!rst_n)
  state <= IDLE;
 else
  state <= nxtstate;
end
always @(posedge clk, negedge rst_n) begin
 if(!rst_n)
  cnv_cmplt <= 1'b0;
 else if(strt_cnv)
  cnv_cmplt <= 1'b0;
 else if(set_cc)
  cnv_cmplt <= 1'b1;
end
always @(*) begin
  wrt = 0;
  set_cc = 0;
  nxtstate = IDLE;
  case(state)
	IDLE : if(strt_cnv) begin
		nxtstate = SPI_snd;
		wrt = 1;
	end else 
		nxtstate = IDLE;
	SPI_snd : if(!done) 
		nxtstate = SPI_snd;
	else
		nxtstate = WAIT;
	WAIT : begin
		nxtstate = SPI_get;
		wrt = 1;
	end 
	SPI_get : if(!done)
		nxtstate = SPI_get;
	else begin
	   set_cc = 1;
		nxtstate = IDLE;
	end
	default : nxtstate = IDLE;
  endcase
end  
assign cmd = {2'b00, chnnl, 11'h000};
assign res = rd_data[11:0];
endmodule
module SPI_mstr(
	input clk,
	input rst_n,
	input wrt,
	input MISO,
	input [15:0] cmd,			 
	output reg done,				 
	output [15:0] rd_data,		 
	output SCLK,
	output reg SS_n,
	output MOSI
);
typedef enum reg[1:0] {IDLE,SHIFT,PORCH} state_t;
state_t state, nxt_state;
reg [4:0] dec_cnt, shft_cnt;
reg [15:0] shft_reg;
reg clr_done, set_done;
reg rst_cnt, en_cnt, shft;
assign MOSI = shft_reg[15];
assign rd_data = shft_reg;
always @(posedge clk, negedge rst_n) begin
	if (!rst_n) begin
		done <= 1'b0;
		SS_n <= 1'b0;
	end else if(set_done) begin
		done <= 1'b1;
		SS_n <= 1'b1;
	end else if(clr_done) begin
		done <= 1'b0;
		SS_n <= 1'b0;
	end
end
always @(posedge clk, negedge rst_n) 
	if(!rst_n)
		dec_cnt <= 5'h18;
	else if(rst_cnt)
		dec_cnt	<= 5'h18;
	else
		dec_cnt <= dec_cnt - 1;
assign SCLK = dec_cnt[4];
always @(posedge clk, negedge rst_n)
	if(!rst_n)
		shft_cnt <= 5'h00;
	else if(en_cnt)
		shft_cnt <= shft_cnt + 1;
always @(posedge clk)
	if (wrt)
		shft_reg <= cmd;
    else if (shft)
		shft_reg <= {shft_reg[14:0],MISO};
always @(posedge clk, negedge rst_n)
	if(!rst_n)
		state = IDLE;
	else 
		state = nxt_state;
always @(*) begin
	rst_cnt = 0;
	en_cnt = 0;
	shft = 0;
	set_done = 0;
	clr_done = 0;
	nxt_state = IDLE;
	case (state)
		IDLE : begin
			rst_cnt = 1'b1;
			if (wrt) begin
				nxt_state = SHIFT;
				clr_done = 1'b1;
			end
			else 
				nxt_state = IDLE;
		end
		SHIFT : begin
			en_cnt = (&dec_cnt[4:1]) ? 1'b1 : 1'b0;
			shft = (&dec_cnt[4:1]) ? 1'b1 : 1'b0;
			if (shft_cnt[4])
				nxt_state = PORCH;
			else
				nxt_state = SHIFT;
		end
		PORCH : begin
			if (&dec_cnt[4:3]) begin
				nxt_state = IDLE;
				set_done = 1'b1;
			end
			else
				nxt_state = PORCH;
		end
		default : nxt_state = IDLE;
	endcase
end
endmodule
module slide_intf(clk, cnv_cmplt, rst_n, cnt, strt_cnv, res, POT_LP, POT_B1, POT_B2, POT_B3, POT_HP, VOLUME);
input clk, rst_n, cnv_cmplt;
input [11:0] res;
output reg [2:0]cnt;
output reg strt_cnv;
output reg [11:0]POT_LP, POT_B1, POT_B2, POT_B3, POT_HP, VOLUME;
reg state, nxtstate;
localparam IDLE = 1'b0;
localparam CNV = 1'b1;
A2D_intf A2D(.clk(clk), .rst_n(rst_n), .chnnl(cnt), .strt_cnv(strt_cnv), .MISO(MISO), .cnv_cmplt(cnv_cmplt), .res(res), .A2D_SS_n(A2D_SS_n), .SCLK(SCLK), .MOSI(MOSI));
always @(posedge clk) begin
 if(cnt==3'b000 & cnv_cmplt)
  POT_LP <= res;
 else
  POT_LP <= POT_LP;
end
always @(posedge clk) begin
 if(cnt==3'b001 & cnv_cmplt)
  POT_B1 <= res;
 else
  POT_B1 <= POT_B1;
end
always @(posedge clk) begin
 if(cnt==3'b010 & cnv_cmplt)
  POT_B2 <= res;
 else
  POT_B2 <= POT_B2;
end
always @(posedge clk) begin
 if(cnt==3'b011 & cnv_cmplt)
  POT_B3 <= res;
 else
  POT_B3 <= POT_B3;
end
always @(posedge clk) begin
 if(cnt==3'b100 & cnv_cmplt)
  POT_HP <= res;
 else
  POT_HP <= POT_HP;
end
always @(posedge clk) begin
 if(cnt==3'b111 & cnv_cmplt)
  VOLUME <= res;
 else
  VOLUME <= VOLUME;
end
always_ff @(posedge clk, negedge rst_n)
 if(!rst_n)
  state <= IDLE;
 else
  state <= nxtstate;
always_ff @(posedge clk, negedge rst_n)
 if(!rst_n)
  cnt <= 3'b000;
 else if(cnt == 3'b100)
  cnt <= 3'b111;   
 else if(cnv_cmplt)
  cnt <= cnt + 1;
always @(*) begin
nxtstate = IDLE;
strt_cnv = 1'b0;
case(state)
 IDLE:  begin
strt_cnv = 1'b1;
nxtstate = CNV;
end
 CNV: if(!cnv_cmplt) begin
nxtstate = CNV;
end else begin
strt_cnv = 1'b0;
nxtstate = IDLE;
end
endcase
end
endmodule
==> ./run.sh <==
#!/bin/bash
# OpenROAD 26Q1-2900-gdf79404cd8, Yosys 0.63+post, stock flow scripts
make -C /OpenROAD-flow-scripts/flow DESIGN_CONFIG=/design/flow/config.mk WORK_HOME=/design/flow/orfs finish
==> ./config.mk <==
export PLATFORM = sky130hd
export DESIGN_NAME = slide_intf
export DESIGN_NICKNAME = slide_intf
export VERILOG_FILES = /design/flow/design.v
export SDC_FILE = /design/flow/constraint.sdc
export NUM_CORES = 4
export LEC_CHECK = 1
export CORE_AREA = 10 10 103 103
export DIE_AREA = 0 0 113 113
==> ./constraint.sdc <==
current_design slide_intf

set clk_period 2.2
set clk_io_pct 0.2

create_clock -name clk0 -period $clk_period [get_ports {clk}]

set non_clock_inputs [all_inputs -no_clocks]
set_input_delay [expr $clk_period * $clk_io_pct] -clock clk0 $non_clock_inputs
set_output_delay [expr $clk_period * $clk_io_pct] -clock clk0 [all_outputs]
==> summary.json <==
{
  "yosysWarningCount": 9,
  "netlist.area_leader.share_pct": 31.26,
  "seq_area_frac_synth_pct": 42.76,
  "netlist.top_cell.by_area": "buf_4",
  "yosys-stat-area_sq_um": 1849,
  "synth_top_flop_cell": "dfrtp_1",
  "last-stage-reached": "synthesis (1_2_yosys)",
  "synth_flops": 30,
  "stop_error": "ERROR: Found 13 problems in 'check -assert'.",
  "run_status": "aborted with a tool error",
  "synth-edff-count": 7,
  "synthTopCellsByCount": "buf_4 (77), dfrtp_1 (19), inv_1 (9), nand2_1 (9)",
  "ys_types": 30,
  "synth.area.top_cells": "buf_4 (31%), dfrtp_1 (26%), edfxtp_1 (11%)",
  "yosys-stat-cells": 180,
  "netlist.top_cell.by_instances": "buf_4",
  "async_flop_share_pct": 76.67
}
kinds of logic after synthesis:
group,synth area share [%]
AND-OR/OR-AND,4.668
XOR/XNOR,3.789
adder cells (fa/ha/maj),5.413
buffers and inverters,33.29
flip-flops,42.76
multiplexers,0.8117
other,0.2028
AND/OR/NAND/NOR,9.067
