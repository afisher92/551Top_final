==> ./design.v <==
module codec_intf(lft_in, rht_in, valid, lft_out, rht_out, LRCLK, SCLK, MCLK, RSTn, clk, rst_n, SDin, SDout, set_valid, LRCLK_rise);
input clk, rst_n, SDout;
input signed [15:0] lft_out, rht_out;
output reg signed [15:0] lft_in, rht_in;
output reg valid;
output LRCLK, SCLK, MCLK, RSTn, SDin;
output LRCLK_rise, set_valid;
reg signed [15:0] inshift_reg; 								  
reg signed [15:0] outshift_reg, lft_buffin, rht_buffin; 		  
reg [10:0] cnt;											  
reg LRCLK, SCLK, MCLK, RSTn;							  
reg set_valid, LRCLK_fall, LRCLK_rise; 		 
reg SCLK_fall, SCLK_rise;					 
always @(posedge clk, negedge rst_n) begin
	if(!rst_n) begin
		rht_buffin <= 16'h0000;
		lft_buffin <= 16'h0000;
	end
	else if (valid) begin
		rht_buffin <= rht_out;
		lft_buffin <= lft_out;
	end
end
assign set_valid = ~LRCLK & &cnt[8:5] & SCLK_rise & RSTn;
always @(posedge clk, negedge rst_n) begin
	if(!rst_n)
		valid <= 1'b0;
	else if(set_valid)
		valid <= 1'b1;
	else if(LRCLK_rise)
		valid <= 1'b0;
end
always @(negedge clk, negedge rst_n) begin
  if(!rst_n)
	outshift_reg <= 16'h0000;
  else if(LRCLK_rise)
	outshift_reg <= lft_buffin;		 
  else if(LRCLK_fall)
	outshift_reg <= rht_buffin;		 
  else if(SCLK_fall)
	outshift_reg <= {outshift_reg[14:0], outshift_reg[15]};		 
end
assign SDin = outshift_reg[15];		 
always @(posedge clk, negedge rst_n) begin
  if(!rst_n) 
	inshift_reg <= 16'h0000;
  else if(SCLK_rise)
	inshift_reg <= {inshift_reg[14:0], SDout};
end
always @(posedge clk, negedge rst_n) begin
	if(!rst_n)
		lft_in <= 16'h0000;
	else if(LRCLK_fall)
		lft_in <= inshift_reg;
end
always @(posedge clk) begin
	if(LRCLK_rise)
		rht_in <= inshift_reg;
end
always @(posedge clk or negedge rst_n) begin
  if(!rst_n)
    cnt <= 11'h200;
  else if(&cnt)
    cnt <= 11'h400;		 
  else
    cnt <= cnt + 1;
end
assign LRCLK = cnt[9];		 
assign SCLK = cnt[4];		 
assign MCLK = cnt[1];		 
assign RSTn = cnt[10];		 
assign LRCLK_rise 	= (~cnt[9] && &cnt[8:0]) ? 1'b1 : 1'b0;
assign LRCLK_fall 	= &cnt[9:0] ? 1'b1 : 1'b0;
assign SCLK_rise	= (~cnt[4] && &cnt[3:0]) ? 1'b1 : 1'b0;
assign SCLK_fall	= &cnt[4:0] ? 1'b1 : 1'b0;
endmodule
==> ./run.sh <==
#!/bin/bash
# OpenROAD 26Q1-2900-gdf79404cd8, Yosys 0.63+post, stock flow scripts
make -C /OpenROAD-flow-scripts/flow DESIGN_CONFIG=/design/flow/config.mk WORK_HOME=/design/flow/orfs finish
==> ./config.mk <==
export PLATFORM = sky130hd
export DESIGN_NAME = codec_intf
export DESIGN_NICKNAME = codec_intf
export VERILOG_FILES = /design/flow/design.v
export SDC_FILE = /design/flow/constraint.sdc
export NUM_CORES = 4
export LEC_CHECK = 1
export CORE_UTILIZATION = 30
==> ./constraint.sdc <==
current_design codec_intf

set clk_period 9.2
set clk_io_pct 0.2

create_clock -name clk0 -period $clk_period [get_ports {clk}]

set non_clock_inputs [all_inputs -no_clocks]
set_input_delay [expr $clk_period * $clk_io_pct] -clock clk0 $non_clock_inputs
set_output_delay [expr $clk_period * $clk_io_pct] -clock clk0 [all_outputs]
==> impl_metrics.tcl <==
# flow metrics
set metrics [dict create \
    arrival_ns 5.85 \
    hpwlAfterDp_um 6270 \
    max-cap-violations 0 \
    cts_tree "done" \
    startpoint_type "flip-flop" \
    grt_pass1_wl_um 15600 \
    ys_cells 319 \
    critical_path_class "flip-flop to output pin" \
    wl_um 9460 \
    die_h_um 124 \
    grt_max_degree 50 \
    cpMaxStageDelayCell "clkdlybuf4s50_1" \
    ys_sh_simple 0.0769 \
    max_stage_delay_ns 0.47 \
    num_vias 2794 \
    wl_met1_um 4210 \
    rsz0062_at_grt "no" \
    path_depth 1 \
    mux_area_frac 0.201 \
    outcome "finished, final reports clean" \
    ys_sh_xor 0.00585 \
    avgSynthCellArea_um2 14.1 \
    cts_resized 0 \
    slew_violations 0 \
    core_area_mm2 0.0146 \
    cts_max_path_buffers 2 \
    track_usage 0.131 \
    adder_share 0.0111 \
    grt_pass1_vias 2859 \
    worstPathRequired_ns 7.36 \
    via_per_inst 4.87 \
    ys_chip_area_mm2 0.00449 \
    holdWs_ns 0.477 \
    ys_ff 108 \
    topRoutingLayerUsed "met4" \
    synth-main-ff-cell "dfrtp_1" \
    synth_cell_type_count 34 \
    aoi_share 0.0585 \
    ant_nets 0 \
    clkTransAtPathRegs_ns 0.07 \
    route.met2.wl_um 4320 \
    yosys_warnings 10 \
    setup_viol 0 \
    antenna_found_initial 0 \
    warning_count 26 \
    hold_viol_final 0 \
    ios 75 \
    drt_iter0_markers 105 \
    power.leakage_nw 2.48 \
    syn_area_mm2 0.00449 \
    area_growth_pct 26.8 \
    fill_cells 1325 \
    grt-ovfl-total 0 \
    die_w_um 124 \
    end_kind "output pin" \
    cts_buffers 9 \
    wl_met3_um 793 \
    cts_root_buf "clkbuf_16" \
    worstRegToRegCells 7 \
    ys_seq_frac 0.620 \
    clock.latency.late_pin_ns 0.35 \
    async_reset_ff_frac 0.852 \
    gp_congestion 0.797 \
    clock_skew_ns 0.00848 \
    numPortBuffers 74 \
    synth.logic.top_family "multiplexers" \
    cts_sinks 108 \
    rows 44 \
    cp_max_fo 3 \
    post_cts_buffers 0 \
    maxSlewHeadroom 0.473 \
    path_cells "clkdlybuf4s50_1" \
    ir_drop_v 0.0000849 \
    tightest_slew_ns 0.790 \
    cts-htree-levels 3 \
    regArea_mm2 0.00278 \
    die-area_mm2 0.0155 \
    avgRoutedWirePerCell_um 16.5 \
    cp_top_family "buffers and inverters" \
    diodes 0 \
    p_per_area_mw_per_mm2 157 \
    synth-edff-count 16 \
    cts_hold_buffers 0 \
    comb_area_mm2 0.00159 \
    crit_buf_inv 1 \
    hp-class "flip-flop to flip-flop" \
    min_path_cells 0 \
    drive_gt1_frac 0.279 \
    syn_inst 319 \
    fp_util 0.308 \
    dr.pass1.iters 4 \
    drcViolationCount 0 \
    setup_tns_ns 0 \
]
[through the flow]
stage	setup slack, ns	area [µm²]	utilization	instances	total power, W
5_1_grt	1.48	5690	0.390	574	0.000930
4_1_cts	1.50	5690	0.390	574	0.000907
3_3_place_gp	1.89	5390	0.369	558	0.000518
2_1_floorplan	2.04	4490	-	319	0.000494
3_5_place_dp	1.88	5390	0.369	558	0.000518
6_report	1.51	5690	0.390	574	0.000892
[where the power goes]
| group | internal, W | switching (W) | leakage (nW) |
|---|---|---|---|
| logic | 0.0000131 | 0.00000996 | 0.954 |
| clock network | 0.000199 | 0.000186 | 0.150 |
| registers | 0.000484 | 0.000000428 | 1.38 |
[logic make-up (layout without fill, tap and decap cells)]
kind of cell | Yosys count | count (layout)
AND-OR/OR-AND | 39 | 39
XOR/XNOR | 3 | 3
adder cells (fa/ha/maj) | 4 | 4
buffers and inverters | 26 | 97
flip-flops | 108 | 108
multiplexers | 80 | 80
AND/OR/NAND/NOR | 59 | 59
[per-layer routing]
layer / up-vias / global-route usage
li1: 1323 / -
met1: 1385 / 0.194
met2: 76 / 0.197
met3: 10 / 0.0464
met4: 0 / 0.0177
met5: - / 0
[final timing paths]
kind                                  startpoint                to  slack (ns)
worst max-delay path            outshift_reg[15]              SDin        1.51
worst min-delay path             inshift_reg[15]        rht_in[15]        0.48
worst max register to register            cnt[4]   outshift_reg[8]        1.92
worst min register to register   inshift_reg[15]        rht_in[15]        0.48
max in group asynchronous                  rst_n  outshift_reg[12]        2.73
min in group asynchronous                  rst_n            cnt[3]        1.51
[cells in the mapped netlist, types with 2 or more instances]
cell	count	area share
mux2_2	80	0.20
dfrtp_1	75	0.42
nand2_1	19	0.016
o31ai_1	18	0.030
a31oi_1	16	0.022
dfrtn_1	16	0.089
edfxtp_1	16	0.11
nor4_1	16	0.022
clkbuf_1	13	0.011
buf_2	9	0.010
ha_1	4	0.011
nor2_1	4	0.0033
a21oi_1	3	0.0033
and3_1	3	0.0042
nor2b_1	3	0.0042
xor2_1	3	0.0059
and4_1	2	0.0039
inv_1	2	0.0017
or4_1	2	0.0033
[area by class of cell]
type / count / share of cell area
tap: 184 / 0.0404
clock inverter: 6 / 0.0114
inverter: 2 / 0.00132
clock buffer: 10 / 0.0420
multi-input combinational: 185 / 0.280
timing repair buffer: 79 / 0.136
sequential: 108 / 0.489
[cells in the final DEF, fill, tap and decap left out, types with 2 or more instances in the layout]
cell type	Yosys	final
mux2_2	80	80
dfrtp_1	75	75
clkdlybuf4s50_1	0	73
nand2_1	19	19
o31ai_1	18	18
a31oi_1	16	16
nor4_1	16	16
dfrtn_1	16	16
edfxtp_1	16	16
clkbuf_16	0	9
buf_4	1	6
nor2_1	4	4
ha_1	4	4
and3_1	3	3
a21oi_1	3	3
xor2_1	3	3
or4_1	2	2
and4_1	2	2
nor2b_1	3	2
inv_1	2	2
clkinv_4	0	2
inv_8	0	2
Power and IR drop assume default switching activity.
