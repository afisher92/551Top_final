==> flow/run.sh <==
#!/bin/bash
# OpenROAD 26Q1-2900-gdf79404cd8, Yosys 0.63+post, stock flow scripts
make -C /OpenROAD-flow-scripts/flow DESIGN_CONFIG=/design/flow/config.mk WORK_HOME=/design/flow/orfs finish
==> flow/config.mk <==
export PLATFORM = sky130hd
export DESIGN_NAME = bandScale
export DESIGN_NICKNAME = bandScale
export VERILOG_FILES = /design/flow/design.v
export SDC_FILE = /design/flow/constraint.sdc
export NUM_CORES = 4
export LEC_CHECK = 1
export CORE_UTILIZATION = 50
==> flow/constraint.sdc <==
current_design bandScale

set clk_period 22.7
set clk_io_pct 0.2

create_clock -name clk0 -period $clk_period

set non_clock_inputs [all_inputs -no_clocks]
set_input_delay [expr $clk_period * $clk_io_pct] -clock clk0 $non_clock_inputs
set_output_delay [expr $clk_period * $clk_io_pct] -clock clk0 [all_outputs]
==> flow/design.v <==
module bandScale(clk, POT, audio, scaled);
input [11:0] POT;
input clk;
input signed [15:0] audio;
output signed [15:0] scaled;
wire [23:0] UnsignedMult = POT*POT;
wire signed [12:0] signedInput = {1'b0,UnsignedMult[23:12]};
wire signed [28:0] SignedMult = signedInput * audio;
wire signed [3:0]  sat = SignedMult[28:25];
wire signed [15:0] finalAudio = SignedMult[25:10];
wire sat_neg, sat_pos;
assign sat_neg = SignedMult[28] & ~&SignedMult[27:25];
assign sat_pos = ~SignedMult[28] & |SignedMult[27:25];
assign scaled = (sat_pos)  ?   16'h8000 :
		(sat_neg)  ?   16'h7fff :
		finalAudio;
endmodule
==> results.rst <==
Metrics
=======

.. list-table::
   :header-rows: 1

   * - Metric
     - Value
   * - Kind of end point of the critical path
     - output pin
   * - FF/Latch Area
     - 0 um2
   * - Number of DRC violations after detailed-routing iteration 0
     - 235
   * - Chip area line of the yosys report
     - 11300 um2
   * - Number of buffer cells added on primary ports
     - approximately 44
   * - Rows
     - 54
   * - Die Area
     - about 23000 um2
   * - Antenna-violating nets left
     - 0
   * - Fraction of final layout cells sized beyond drive strength 1
     - 0.0533
   * - Average cell area after synthesis
     - just under 9 um2
   * - Startpoint of the lowest-slack hold path
     - audio[1]
   * - CTS resizes
     - 0
   * - Final tally of setup violations
     - 0
   * - Ports
     - ~45
   * - Crit-path max cell delay
     - around 0.82 ns
   * - Layout overhead on the synthesized area
     - 5.85%
   * - CLK BUF
     - 0
   * - Total global routing track utilization
     - 0.236
   * - Die width
     - ~150 um
   * - GR peak layer
     - met2
   * - Tightest Pin Transition
     - roughly 0.80 ns
   * - Part of the Yosys area used for sequential elements
     - 0
   * - Met3 routing resource usage after global routing
     - 0.0365
   * - Area share of the largest cell type after synthesis
     - 0.451
   * - Arrival time at the worst endpoint
     - 17.25 ns
   * - DRT Pass-1 Iters
     - 21
   * - Most frequent cell on the critical path
     - sky130_fd_sc_hd__fa_1
   * - Detailed placer's ending HPWL
     - 19600 um
   * - Layout filler cell count
     - between 2000 and 2500
   * - Post-cts hold buffer count
     - 0
   * - Die boundary height
     - about 150 um
   * - Maximum capacitance violations
     - 0
   * - Dpl cell area
     - ~12000 um2
   * - Path category of the worst min-delay check
     - primary input to output pin
   * - Mapped Area
     - between 10000 and 15000 um2
   * - Routed WL per cell
     - 14.4 um
   * - Placer Congestion
     - about 0.90
   * - Maximum number of pins on one net before global-route repair
     - 18
   * - Met1 GRT Util
     - 0.335
   * - Remaining max-slew budget at the tightest pin
     - 0.467
   * - Top cell type by total area after synthesis
     - sky130_fd_sc_hd__fa_1
   * - Min-Delay Endpoint
     - scaled[1]
   * - Post-route design area
     - around 12000 um2
   * - Setup_tns
     - 0 ns
   * - Final hold violation count
     - 0
   * - GR Util met2
     - 0.423
   * - Yosys synthesis warning count
     - 0
   * - Final slew viol count
     - 0
   * - Vias after detailed routing
     - around 8000
   * - Tally of OpenROAD warnings
     - 36
   * - Global-route wire length before repair
     - about 42000 um
   * - Highest net fanout along the worst path
     - 17
   * - Worst setup path class
     - primary input to output pin
   * - Post-Synthesis Cells
     - roughly 1300
   * - Final-layout worst hold slack
     - between 10 and 15 ns
   * - Yosys stat cell total
     - ~1300
   * - Setup Buffers After CTS
     - 0
   * - FF+latch count
     - 0
   * - Number of global-route vias before repair
     - roughly 9000
   * - Top cells, area
     - sky130_fd_sc_hd__fa_1 45%, sky130_fd_sc_hd__ha_1 13%, sky130_fd_sc_hd__inv_1 11%, sky130_fd_sc_hd__and2_1 6.0%, sky130_fd_sc_hd__nand2_1 4.9%
   * - RSZ-0062 raised after global routing
     - false
   * - Distinct lib cells
     - roughly 70
   * - Highest clock rate
     - 45.9 MHz
   * - Minimum period implied by the final worst setup slack
     - approximately 22 ns
   * - ANT cells
     - 0
   * - Aggregate global routing overflow
     - 0
   * - Fin cells
     - around 1600
   * - Total wire length
     - around 23000 um
   * - Outcome
     - finished clean
   * - Endpoint required time on the critical path
     - roughly 18 ns
   * - Number of antenna violations at the first check in global routing
     - 0
   * - End-of-flow core utilization
     - 0.544
   * - Drc violations
     - 0
   * - Number of stages on the worst hold path
     - 7
   * - Pre-Place Util
     - 0.514
   * - Core Footprint
     - ~22000 um2
   * - Slowest stage cell on the critical path
     - sky130_fd_sc_hd__clkdlybuf4s50_1
   * - Critical Path Source Type
     - primary input
   * - Number of instances in the placed design
     - approximately 1600
   * - Vias/cell
     - 5.09
   * - Post-route fraction of the period consumed by the critical path
     - 0.960
-- stage by stage --
step | worst slack (ns)
floorplan | 2.96
global placement | 0.947
detailed placement | 0.908
CTS | 0.864
global route | 0.0740
finish | 0.914
-- how the worst max path moves through the flow --
stage | start | endpoint | slack, ns
after CTS | POT[6] | scaled[2] | 0.86
final | POT[3] | scaled[2] | 0.91
after global routing | POT[7] | scaled[4] | 0.07
-- Yosys cell counts (3+ instances only) --
| cell type | n |
|---|---|
| sky130_fd_sc_hd__a211o_1 | 3 |
| sky130_fd_sc_hd__a21o_1 | 9 |
| sky130_fd_sc_hd__a21oi_1 | 38 |
| sky130_fd_sc_hd__a22oi_1 | 5 |
| sky130_fd_sc_hd__a22oi_2 | 10 |
| sky130_fd_sc_hd__a311oi_1 | 3 |
| sky130_fd_sc_hd__a31oi_1 | 4 |
| sky130_fd_sc_hd__and2_1 | 109 |
| sky130_fd_sc_hd__and2_2 | 13 |
| sky130_fd_sc_hd__and3_1 | 4 |
| sky130_fd_sc_hd__clkbuf_1 | 43 |
| sky130_fd_sc_hd__fa_1 | 254 |
| sky130_fd_sc_hd__ha_1 | 119 |
| sky130_fd_sc_hd__inv_1 | 338 |
| sky130_fd_sc_hd__nand2_1 | 148 |
| sky130_fd_sc_hd__nand2_2 | 11 |
| sky130_fd_sc_hd__nand2b_1 | 5 |
| sky130_fd_sc_hd__nand3_1 | 11 |
| sky130_fd_sc_hd__nand4_1 | 3 |
| sky130_fd_sc_hd__nor2_1 | 19 |
| sky130_fd_sc_hd__nor2b_1 | 6 |
| sky130_fd_sc_hd__nor3_1 | 6 |
| sky130_fd_sc_hd__o2111ai_1 | 3 |
| sky130_fd_sc_hd__o211ai_1 | 4 |
| sky130_fd_sc_hd__o21a_1 | 4 |
| sky130_fd_sc_hd__o21ai_0 | 19 |
| sky130_fd_sc_hd__o21bai_1 | 4 |
| sky130_fd_sc_hd__or2_2 | 3 |
| sky130_fd_sc_hd__xnor2_1 | 23 |
| sky130_fd_sc_hd__xor2_1 | 15 |
-- cell families after synthesis --
group / Yosys count / share of synthesized area
multiplexers: 3 / 0.00277
XOR/XNOR: 39 / 0.0310
buffers and inverters: 388 / 0.132
adder cells (fa/ha/maj): 373 / 0.583
AND-OR/OR-AND: 132 / 0.0883
AND/OR/NAND/NOR: 354 / 0.163
-- metal layers --
metal | wire length (um) | share of wire
met1 | 9610 | 0.42
met2 | 12200 | 0.54
met3 | 843 | 0.037
met4 | 91 | 0.0040
met5 | 0 | 0
-- worst max-delay path, delay by kind of cell --
kind	cells	cell delay, ns
AOI/OAI and AO/OA	14	3.80
adders and majority gates	12	5.65
and+or+nand+nor	6	1.50
buffers and inverters	10	1.76
-- cell type report --
cell class | count | area (um2) | area share
inverters | 338 | 1270 | 0.106
multi-input cells | 901 | 9790 | 0.820
well taps | 280 | 350 | 0.0294
repair buffers | 56 | 531 | 0.0444
-- placed cells by master (no fill, tap or decap), types with 5 or more instances in the layout --
cell,instances
sky130_fd_sc_hd__a21oi_1,38
sky130_fd_sc_hd__a22oi_2,10
sky130_fd_sc_hd__clkdlybuf4s50_1,44
sky130_fd_sc_hd__a22oi_1,5
sky130_fd_sc_hd__xor2_1,15
sky130_fd_sc_hd__nand2_2,11
sky130_fd_sc_hd__and2_2,13
sky130_fd_sc_hd__nand3_1,11
sky130_fd_sc_hd__o21ai_0,19
sky130_fd_sc_hd__fa_1,254
sky130_fd_sc_hd__buf_4,12
sky130_fd_sc_hd__nor2b_1,6
sky130_fd_sc_hd__inv_1,338
sky130_fd_sc_hd__nor3_1,6
sky130_fd_sc_hd__ha_1,119
sky130_fd_sc_hd__xnor2_1,23
sky130_fd_sc_hd__nand2b_1,5
sky130_fd_sc_hd__and2_1,109
sky130_fd_sc_hd__a21o_1,9
sky130_fd_sc_hd__nor2_1,19
sky130_fd_sc_hd__nand2_1,148
